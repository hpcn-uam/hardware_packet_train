$ cat design/flow/run.sh
#!/bin/bash
# OpenROAD 26Q1-2900-gdf79404cd8, Yosys 0.63+post, stock flow scripts
make -C /OpenROAD-flow-scripts/flow DESIGN_CONFIG=/design/flow/config.mk WORK_HOME=/design/flow/orfs finish
$ cat design/flow/config.mk
export PLATFORM = sky130hd
export DESIGN_NAME = rater
export DESIGN_NICKNAME = rater
export VERILOG_FILES = /design/flow/design.v
export SDC_FILE = /design/flow/constraint.sdc
export NUM_CORES = 4
export LEC_CHECK = 1
export CORE_UTILIZATION = 40
$ cat design/flow/constraint.sdc
current_design rater

set clk_period 16.5
set clk_io_pct 0.2

create_clock -name clk0 -period $clk_period [get_ports {clk}]

set non_clock_inputs [all_inputs -no_clocks]
set_input_delay [expr $clk_period * $clk_io_pct] -clock clk0 $non_clock_inputs
set_output_delay [expr $clk_period * $clk_io_pct] -clock clk0 [all_outputs]
$ cat design/flow/design.v
`timescale 1ns / 1ps
module rater(
    input [31:0] limit,
    input clk,
    input reset,
    output reg generate_pulse,
	 output reg [31:0]generated_packets,
	 input my_reset
    );
reg [31:0] counter;
always @(posedge clk)
begin
	if(reset || my_reset)
	begin
			counter = 0;
			generated_packets =0;
	end
	else
	begin
			if(counter == limit )
			begin
				generate_pulse =1;
				counter =0;
				generated_packets = generated_packets +1;
			end
			else if(counter > limit)
			begin
				generate_pulse =0;
				counter =0;
			end
			else if(counter <limit)
			begin
					generate_pulse=0;
			end
						counter = counter +1;
	end
end  
endmodule
==> flow_results.xml <==
<?xml version="1.0" encoding="UTF-8"?>
<metrics>
  <group name="outcome">
    <metric name="outcome" unit="">finished, final reports clean</metric>
  </group>
  <group name="clocking">
    <metric name="path_clk_slew" unit="ps">70</metric>
    <metric name="clock-sinks" unit="">65</metric>
    <metric name="tritoncts" unit="">built</metric>
    <metric name="ctsResizeCount" unit="">0</metric>
    <metric name="cts.path.max_buffers" unit="">2</metric>
    <metric name="postcts_setup_bufs" unit="">0</metric>
    <metric name="ctsRootBufferMaster" unit="">sky130_fd_sc_hd__clkbuf_8</metric>
    <metric name="cts.htree.levels" unit="">3</metric>
    <metric name="cts_buffers" unit="">9</metric>
    <metric name="clk_latency" unit="ps">340</metric>
    <metric name="cts_hold_buf" unit="">0</metric>
  </group>
  <group name="synth">
    <metric name="netlist_logic_family_top" unit="">simple AND/OR/NAND/NOR gates</metric>
    <metric name="synthArstFlopShare" unit="">0</metric>
    <metric name="yosysTopAreaCell" unit="">sky130_fd_sc_hd__dfxtp_1</metric>
    <metric name="yosys-top-cells-area" unit="">sky130_fd_sc_hd__dfxtp_1 35%, sky130_fd_sc_hd__ha_1 12%, sky130_fd_sc_hd__xor2_1 7.4%, sky130_fd_sc_hd__nor2_1 7.4%, sky130_fd_sc_hd__xnor2_1 5.3%</metric>
    <metric name="synth-edff-count" unit="">1</metric>
    <metric name="netlist_instances" unit="">449</metric>
    <metric name="ys_types" unit="">38</metric>
    <metric name="synth.yosys.seq_area_share" unit="">0.358</metric>
    <metric name="synthMuxAreaShare" unit="">0</metric>
    <metric name="compound_gate_portion_of_the_synthesized_area" unit="">0.0612</metric>
    <metric name="ys_cells" unit="">449</metric>
    <metric name="synth.ff_latch_count" unit="">65</metric>
    <metric name="synthFlopType" unit="">sky130_fd_sc_hd__dfxtp_1</metric>
    <metric name="area_fraction_in_and_or_nand_and_nor_cells_after_synthesis" unit="">0.279</metric>
    <metric name="synth.top_cell.area_share" unit="">0.350</metric>
    <metric name="syn_area_per_cell" unit="um^2">8.16</metric>
    <metric name="ys_sh_xor" unit="">0.127</metric>
    <metric name="ys_area" unit="mm^2">0.00366</metric>
    <metric name="synthAdderAreaFrac" unit="">0.116</metric>
    <metric name="yosysWarnings" unit="">1</metric>
    <metric name="synth_area" unit="mm^2">0.00366</metric>
  </group>
  <group name="routing">
    <metric name="drt_pass1_iterations" unit="">24</metric>
    <metric name="drt-vias-per-instance" unit="">5.05</metric>
    <metric name="vias" unit="">3183</metric>
    <metric name="wl_per_cell" unit="um">12.6</metric>
    <metric name="detail_route.antenna_diodes" unit="">0</metric>
    <metric name="drtAntennaViolNets" unit="">0</metric>
    <metric name="remaining_drc_errors" unit="">0</metric>
    <metric name="detailedRoute.firstIterationViolations" unit="">92</metric>
    <metric name="postRouteWirelength" unit="mm">7.97</metric>
  </group>
  <group name="final_layout">
    <metric name="drive_above_1_share" unit="">0.0421</metric>
    <metric name="layoutNonFillerInstCount" unit="">630</metric>
    <metric name="area_delta_synth_final" unit="%">26.1</metric>
    <metric name="layout.cells.most_common_list" unit="">72 x sky130_fd_sc_hd__nor2_1, 67 x sky130_fd_sc_hd__clkdlybuf4s50_1, 64 x sky130_fd_sc_hd__dfxtp_1, 39 x sky130_fd_sc_hd__inv_1</metric>
    <metric name="fill_cells" unit="">802</metric>
    <metric name="layout_top_cell_excl_fill_tap" unit="">sky130_fd_sc_hd__nor2_1</metric>
  </group>
  <group name="critical_path">
    <metric name="worst-path-max-fanout" unit="">5</metric>
    <metric name="crit_path_max_incr_delay" unit="ps">680</metric>
    <metric name="worstSetupEndpointType" unit="">flip-flop</metric>
    <metric name="crit_chain" unit="">clkdlybuf4s50_1, inv_1, ha_1, nand4_1, nor2_1, a221o_1, o31a_1, nor4_1, ha_1, nand3_1, nor4_1, o2111ai_1, nor2_1, xnor2_1, nor2_1</metric>
    <metric name="crit_type" unit="">primary input to flip-flop</metric>
    <metric name="cpMaxStageDelayCell" unit="">sky130_fd_sc_hd__nor4_1</metric>
    <metric name="timing.critical_path.required" unit="ps">16720</metric>
    <metric name="crit_path_start_kind" unit="">primary input</metric>
    <metric name="critical_path.most_common_cell" unit="">sky130_fd_sc_hd__nor2_1</metric>
    <metric name="critical_path_arrival" unit="ps">7240</metric>
  </group>
  <group name="floorplan">
    <metric name="die-width" unit="um">97.7</metric>
    <metric name="core_area" unit="mm^2">0.00881</metric>
    <metric name="design.portCount" unit="">68</metric>
    <metric name="num_rows" unit="">34</metric>
    <metric name="chip_area" unit="mm^2">0.00954</metric>
    <metric name="die_height" unit="um">97.7</metric>
    <metric name="floorplan.core_util" unit="">0.416</metric>
  </group>
  <group name="placed_design">
    <metric name="dpl.cell_count" unit="">614</metric>
    <metric name="port-buffer-count" unit="">67</metric>
    <metric name="gp_routability_congestion" unit="">0.871</metric>
    <metric name="dp_hpwl" unit="mm">5.77</metric>
  </group>
  <group name="timing">
    <metric name="setup_viol" unit="">0</metric>
    <metric name="final-hold-violation-count" unit="">0</metric>
    <metric name="rsz_0062_raised_after_global_routing" unit="">false</metric>
    <metric name="relSlewSlack" unit="">0.440</metric>
    <metric name="time_the_worst_path_needs_with_i_o_delays_and_setup" unit="ps">7020</metric>
    <metric name="skew" unit="ps">7.05</metric>
    <metric name="final-max-slew-violation-count" unit="">0</metric>
    <metric name="setup_total_negative_slack" unit="ps">0</metric>
    <metric name="max_freq" unit="MHz">143</metric>
    <metric name="max_slew.worst_pin.slew" unit="ps">832</metric>
    <metric name="final.period_utilization" unit="">0.425</metric>
  </group>
  <group name="global_route">
    <metric name="grt_max_degree" unit="">37</metric>
    <metric name="grt_remaining_overflow" unit="">0</metric>
    <metric name="grt_antenna_before_repair" unit="">0</metric>
    <metric name="grt_pass1_wl" unit="mm">13.4</metric>
    <metric name="vias_in_the_first_global_route" unit="">2944</metric>
    <metric name="overall_global_routing_resource_usage" unit="">0.175</metric>
  </group>
  <group name="power_and_ir_drop">
    <metric name="p_leak" unit="uW">0.00173</metric>
    <metric name="cellPowerDensity" unit="mW/mm^2">68.4</metric>
    <metric name="worst_ir_drop_vdd" unit="uV">50.0</metric>
  </group>
  <group name="job">
    <metric name="drv.max_cap_violation_count" unit="">0</metric>
    <metric name="tool_warnings" unit="">25</metric>
  </group>
  <group name="hold_path">
    <metric name="worst_hold_path_type" unit="">flip-flop to flip-flop</metric>
  </group>
</metrics>
worst paths after layout:
check	from	end	slack, ps	cells past startpoint
hold reg to reg	generated_packets[30]	generated_packets[30]	490	2
hold / removal	generated_packets[30]	generated_packets[30]	490	2
setup / recovery	limit[14]	counter[26]	9480	15
setup reg to reg	counter[7]	counter[26]	12420	13
routing by layer:
| layer | share of wire | global-route usage |
|---|---|---|
| met1 | 0.49 | 0.252 |
| met2 | 0.44 | 0.285 |
| met4 | 0.0095 | 0.0152 |
| met3 | 0.060 | 0.0403 |
| met5 | 0 | 0 |
cells in the mapped netlist, drive strengths merged (2+ instances only):
master,number
a21oi,21
and2,2
and3,6
and4,4
buf,6
clkbuf,5
dfxtp,64
ha,34
inv,40
nand2,34
nand3,25
nand4,30
nor2,73
nor2b,3
nor3,8
nor4,7
o211ai,2
o21ai,9
or3,8
or4,5
xnor2,22
xor2,31
power breakdown:
part	leakage (uW)	internal (uW)	switching [uW]
clock	0.000103	78.1	61.8
combinational	0.00111	10.3	8.11
sequential	0.000526	157	0.218
through the flow:
| step | area (um^2) | utilization | total power [uW] | hold slack, ps | setup WS (ps) |
|---|---|---|---|---|---|
| finish | 4620 | 0.524 | 316 | 494 | 9480 |
| global placement | 4410 | 0.501 | 180 | 476 | 9430 |
| floorplan | 3660 | - | 170 | 439 | 10260 |
| detailed placement | 4410 | 0.501 | 180 | 486 | 9250 |
| global route | 4620 | 0.524 | 328 | 519 | 9110 |
| CTS | 4620 | 0.524 | 320 | 496 | 9570 |
area by class of cell:
cell class | count | area [um^2] | share of cell area
Multi-Input combinational cell | 333 | 2140 | 0.463
Sequential cell | 65 | 1310 | 0.284
Timing Repair Buffer | 68 | 678 | 0.147
Clock buffer | 12 | 155 | 0.0336
Inverter | 40 | 150 | 0.0325
Tap cell | 108 | 135 | 0.0293
Clock inverter | 4 | 51.3 | 0.0111
worst max-delay path, delay by kind of cell:
kind | cells | cell delay [ps]
AND/OR/NAND/NOR | 7 | 1720
XOR/XNOR | 1 | 140
adder cells (fa/ha/maj) | 2 | 570
AND-OR/OR-AND | 3 | 1020
buffers and inverters | 2 | 500
registers in the layout, summed over array words and instances (netlist names):
| name | count |
|---|---|
| generated_packets | 32 |
| counter | 32 |
| generate_pulse | 1 |
logic make-up (layout without fill, tap and decap cells):
| kind of cell | count (synthesis) | count (layout) |
|---|---|---|
| DFF | 65 | 65 |
| adders and majority gates | 34 | 34 |
| buffers and inverters | 51 | 124 |
| AOI/OAI and AO/OA | 39 | 39 |
| and+or+nand+nor | 207 | 207 |
| xor gates and xnor gates | 53 | 53 |
Power and IR drop assume default switching activity.
